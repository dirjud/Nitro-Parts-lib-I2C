==> /design/flow/design.v <==
module i2c_slave
  #(parameter NUM_ADDR_BYTES=1,
    parameter NUM_DATA_BYTES=2,
    parameter REG_ADDR_WIDTH=8*NUM_ADDR_BYTES,
    parameter REG_DATA_WIDTH=8*NUM_DATA_BYTES)
   (
    input clk,
    input reset_n,
    input [6:0] chip_addr,
    input [REG_DATA_WIDTH-1:0] datai,
    input open_drain_mode,
    output reg we,
    output reg [REG_DATA_WIDTH-1:0] datao,
    output reg [REG_ADDR_WIDTH-1:0] reg_addr,
    output reg done,
    output reg busy,
    input sda_in,
    output sda_out,
    output sda_oeb,
    input scl_in,
    output scl_out,
    output scl_oeb
    );
   parameter STATE_WAIT=0,
             STATE_SHIFT=1,
             STATE_ACK=2, 
             STATE_ACK2=3,
             STATE_WRITE=4,
             STATE_CHECK_ACK=5,
             STATE_SEND=6;
   reg [2:0] state;
   reg       scl_s, sda_s, scl_ss, sda_ss, sda_reg, oeb_reg;
   reg [7:0]  sr;
   reg [1:0]  reg_byte_count;
   reg [1:0]  addr_byte_count;
   reg        rw_bit;
   reg [REG_DATA_WIDTH-1:0] sr_send;
   reg        nack;
   reg [6:0]  chip_addr_reg;
   assign scl_oeb = 1;
   assign scl_out = 0;
   assign sda_oeb = oeb_reg;
   assign sda_out = sda_reg;
   function set_sda_reg;
      input   out1;
      begin
         set_sda_reg = (open_drain_mode) ? 0 : out1;
      end
   endfunction
   function set_oeb_reg;
      input   oeb;
      input   out1;
      begin
         set_oeb_reg = (open_drain_mode) ? out1 : oeb;
      end
   endfunction
   always @(posedge clk) begin
      scl_s <= scl_in;
      scl_ss <= scl_s;
      sda_s <= sda_in;
      sda_ss <= sda_s;
      chip_addr_reg <= chip_addr;
   end
   wire [7:0] word = { sr[6:0], sda_s };
   wire [REG_DATA_WIDTH-1:0] word_expanded = word;
   wire       scl_rising  =  scl_s && !scl_ss;
   wire       scl_falling = !scl_s &&  scl_ss;
   wire       sda_rising  =  sda_s && !sda_ss;
   wire       sda_falling = !sda_s &&  sda_ss;
   wire [REG_ADDR_WIDTH+8-1:0] shifted_reg_addr = { reg_addr, word };
   always @(posedge clk or negedge reset_n) begin
      if(!reset_n) begin
         sda_reg <= 1;
         oeb_reg <= 1;
         reg_byte_count <= 0;
	 addr_byte_count <= 0;
         sr <= 8'h01;
         state <= STATE_WAIT;
         datao <= 0;
         reg_addr <= 0;
         we   <= 0;
         rw_bit <= 0;
         sr_send <= 0;
         nack <= 0;
         done <= 0;
         busy <= 0;
      end else begin
         if(scl_ss && sda_falling) begin  
            reg_byte_count <= 0;
            addr_byte_count <= 0;
            sr <= 8'h01;
            state <= STATE_SHIFT;
            sda_reg <= set_sda_reg(1);
            oeb_reg <= set_oeb_reg(1, 1);
            we <= 0;
            busy <= 1;
            done <= 0;
         end else if(scl_ss && sda_rising) begin  
            state <= STATE_WAIT;
            sda_reg <= set_sda_reg(1);
            oeb_reg <= set_oeb_reg(1, 1);
            we <= 0;
            if(busy) done <= 1;
         end else begin
            if(state == STATE_WAIT) begin
               done <= 0;
               we <= 0;
               reg_byte_count <= 0;
               addr_byte_count <= 0;
               sr <= 8'h01;  
               sda_reg <= set_sda_reg(1);
               oeb_reg <= set_oeb_reg(1, 1);
               busy <= 0;
            end else if(state == STATE_SHIFT) begin
               sda_reg <= set_sda_reg(1);
               oeb_reg <= set_oeb_reg(1, 1);
               if(scl_rising) begin
                  sr <= word;
                  if(sr[7]) begin
		     if(addr_byte_count <= NUM_ADDR_BYTES) begin
			addr_byte_count <= addr_byte_count + 1;
			if(addr_byte_count == 0) begin  
                           if(word[7:1] != chip_addr_reg) begin 
                              state <= STATE_WAIT;  
                              done <= 1;
                           end else begin
                              rw_bit <= word[0];
                              sr_send <= datai; 
                              state <= STATE_ACK;
                           end
			end else begin  
                           state <= STATE_ACK;
                           reg_addr <= shifted_reg_addr; 
			end
                     end else begin 
			datao <= (datao << 8) | word_expanded;
                        if(reg_byte_count == NUM_DATA_BYTES-1) begin  
                           state <= STATE_WRITE;
                           we <= 1;
			   reg_byte_count <= reg_byte_count + 1 - NUM_DATA_BYTES;
                        end else begin               
                           state <= STATE_ACK;
			   reg_byte_count <= reg_byte_count + 1;
                        end                     
                     end
                  end
               end
            end else if(state == STATE_WRITE) begin
               state <= STATE_ACK;
               reg_addr  <= reg_addr + 1;  
               we    <= 0;
               sda_reg <= set_sda_reg(1);
               oeb_reg <= set_oeb_reg(1, 1);
            end else if(state == STATE_ACK) begin
               we <= 0;
               if(!scl_ss) begin
                  sda_reg <= set_sda_reg(0);
                  oeb_reg <= set_oeb_reg(0, 0);
                  state <= STATE_ACK2;
                  if(rw_bit && (reg_byte_count == 0)) begin
		     sr_send <= datai;
		  end
               end             
            end else if(state == STATE_ACK2) begin
               sr <= 8'h01;
               we <= 0;
               if(scl_falling) begin
                  if(rw_bit) begin  
                     state <= STATE_SEND;
                     sda_reg <= set_sda_reg(sr_send[REG_DATA_WIDTH-1]);
                     oeb_reg <= set_oeb_reg(0, sr_send[REG_DATA_WIDTH-1]);
                     sr_send <= sr_send << 1;
                  end else begin  
                     state <= STATE_SHIFT;
                     sda_reg <= set_sda_reg(1);
                     oeb_reg <= set_oeb_reg(1, 1);
                  end
               end
            end else if(state == STATE_CHECK_ACK) begin
               sr <= 8'h01;
               if(scl_rising) begin
                  nack <= sda_s;
                  if(reg_byte_count == 0) begin  
                     sr_send <= datai;
                  end
               end 
               if(scl_falling) begin
                  if(nack) begin
                     state <= STATE_WAIT;  
                     done <= 1;
                     sda_reg <= set_sda_reg(1);
                     oeb_reg <= set_oeb_reg(1, 1);
                  end else begin
                     state <= STATE_SEND;  
                     sda_reg <= set_sda_reg(sr_send[REG_DATA_WIDTH-1]);
                     oeb_reg <= set_oeb_reg(0, sr_send[REG_DATA_WIDTH-1]);
                     sr_send <= sr_send << 1;
                  end
               end
            end else if(state == STATE_SEND) begin
               if(scl_falling) begin
                  sr <= word;
                  if(sr[7]) begin
                     reg_byte_count <= reg_byte_count + 1;
                     sda_reg <= set_sda_reg(1);
                     oeb_reg <= set_oeb_reg(1, 1);
                     state <= STATE_CHECK_ACK;
                     if(reg_byte_count == NUM_DATA_BYTES-1) begin
                        reg_addr <= reg_addr + 1;  
			reg_byte_count <= 0;
                     end
                  end else begin
                     sda_reg <= set_sda_reg(sr_send[REG_DATA_WIDTH-1]);
                     oeb_reg <= set_oeb_reg(0, sr_send[REG_DATA_WIDTH-1]);
                     sr_send <= sr_send << 1;
                  end
               end
            end
         end
      end
   end 
endmodule  
==> /design/flow/run.sh <==
#!/bin/bash
# OpenROAD 26Q1-2900-gdf79404cd8, Yosys 0.63+post, stock flow scripts
make -C /OpenROAD-flow-scripts/flow DESIGN_CONFIG=/design/flow/config.mk WORK_HOME=/design/flow/orfs finish
==> /design/flow/config.mk <==
export PLATFORM = sky130hd
export DESIGN_NAME = i2c_slave
export DESIGN_NICKNAME = i2c_slave
export VERILOG_FILES = /design/flow/design.v
export SDC_FILE = /design/flow/constraint.sdc
export NUM_CORES = 4
export LEC_CHECK = 1
export CORE_UTILIZATION = 50
==> /design/flow/constraint.sdc <==
current_design i2c_slave

set clk_period 3.3
set clk_io_pct 0.2

create_clock -name clk0 -period $clk_period [get_ports {clk}]

set non_clock_inputs [all_inputs -no_clocks]
set_input_delay [expr $clk_period * $clk_io_pct] -clock clk0 $non_clock_inputs
set_output_delay [expr $clk_period * $clk_io_pct] -clock clk0 [all_outputs]
==> CHANGELOG.md <==
### Changed

- Status: completed
- Cycle use final: between 70% and 80%
- WL/cell: roughly 16 µm
- Yosys cell count: about 410
- Leakage power: between 2 and 2.5 nW
- Floorplan core density: 52.5%
- Drt first pass iters: 4
- Pwr Total: 2.35 mW
- Root Driver: clkbuf_8
- Area grow syn2layout: 17.5%
- N_diodes: 0
- DRC Markers: 0
- MaxCap Viol Count: 0
- Crit path max-delay cell type: dfxtp_1
- Final hold violation count: 0
- WP buf/inv: 0
- Reg-to-Reg End: reg_addr[6]
- Met2 Usage GRT: between 30% and 40%
- CTS HTree Levels: 3
- Yosys warning total: 1
- Reg2reg start: scl_ss
- Worst R2R Setup Slack: just under 0.9 ns
- Met3 Usage GRT: about 3.9%
- Hold buffers post-CTS: 0
- Tmin final: ~2.4 ns
- Synth cell types: approximately 67
- Port bufs: roughly 56
- CTS clk-pin slew, worst paths: 0.09 ns
- Vias in the first global route: 3,096
- XOR/XNOR Area Share: ~1.9%
- MUX area fraction: between 6 and 7%
- Worst Reg-to-Reg Cells: 5
- DIE HEIGHT: slightly above 90 µm
- Regs by FF count: datao: 16 flops, sr_send: 16 flops
- Number of enable flip-flop cells: 0
- Antenna violations before repair: 0
- Worst skew pair latency: 0.36 ns
- Post-cts sizing count: 0
- Registers, synthesis: 77
- Syn avg cell area: 10.1 µm²
- Die X: 93.0 µm
- Max Freq: between 400 and 500 MHz
- Top cells excl fill/tap: 62 x dfrtp_1, 55 x clkdlybuf4s50_1, 28 x nor2_1, 23 x inv_1, 23 x nand2_1
- Endpoint class of the critical path: flip-flop
- Post-CTS Setup Inserts: 0
- CP arrival: 2.68 ns
- Power per cell area: ~480 mW/mm²
- Top FF cell, synth: dfrtp_1
- Slowest stage delay, CP: about 0.80 ns
- IO Count: roughly 59
- Top logic family: AND-OR/OR-AND gates
- Vias/cell: ~5.8
- Count of tool warnings: 28
- Max Clock Skew: 0.0158 ns
- 1st-iter DRT viols: between 100 and 150
- Remaining global-route overflow: 0
- Worst Tran Pin Value: around 0.75 ns
- Relative slew slack: 50.0%
- Delay-heaviest family, CP: AND-OR/OR-AND gates
- M1 GR Usage: a little over a third
- Clock Path Buffers: 2
- Layout cell share with drive strength beyond 1: 16.5%
- Std-Cell Rows: 32
- Worst setup SP type: flip-flop
- Post-synthesis adder-cell area fraction: under 10%
- Routability Congestion: 0.874
- Core area: between 0.007 and 0.008 mm²
- Asr flop ratio synth: ~86%
- Aoi share: between 20% and 30%
- Min Hold Slack: between 0.2 and 0.3 ns
- WP data required: approximately 3.6 ns
- Crit path kind: reg -> reg
- Worst VDD drop: around 290 µV
- Critical Path, Cell by Cell: nor3b_1, a31oi_1, o21bai_2, nand3_1, o221a_2
- And+or+nand+nor area frac: between 10% and 20%
- Die ar.: ~0.0087 mm²
- Gr usage total: around 23%
- Register area share after synthesis: a little under half
- Hpwl dp: 6.21 mm
- Largest net degree at the start of global routing: 44
- Setup TNS: 0 ns
- Commonest Layout Cell: dfrtp_1
- Cell count after synthesis: roughly 410
- Synthesized area: roughly 0.0041 mm²
- Yosys chip area: about 0.0041 mm²
- Hold WC Path Type: in -> async
- Crit-path max FO: 20
- Final Setup Violations: 0
- First-pass GRT wire length: ~15 mm
- TritonCTS clock tree: done
- Clock sink count: between 70 and 80
- Via count: ~3.2k
- GR peak layer: met1
- Routed Antenna Nets: 0
- Number of buffers created by CTS: 9
- RSZ-0062 raised after global routing: false
- Final Max Slew Viols: 0
- Final WL: 8.99 mm
[logic make-up (layout without fill, tap and decap cells)]
family | count (synthesis) | count (layout)
simple gates | 123 | 123
compound gates | 116 | 116
flops | 77 | 77
buf+inv | 57 | 102
mux | 23 | 23
xor+xnor | 8 | 8
fa+ha+maj | 4 | 4
other cells | 2 | 2
[per-layer routing]
metal / routed length (µm) / vias up / part of all wire (%)
met1: 4290 / 1576 / 48
met4: 108 / 0 / 1.2
met3: 392 / 9 / 4.4
met2: 4190 / 78 / 47
met5: 0 / - / 0
li1: - / 1560 / -
[final cells by class]
type | count | area (µm²)
Clock buffer | 9 | 124
Clock inverter | 7 | 76.3
Fill cell | 671 | 3020
Inverter | 23 | 86.3
Multi-Input combinational cell | 276 | 1970
Sequential cell | 77 | 1880
Tap cell | 102 | 128
Timing Repair Buffer | 63 | 608
[per-stage QoR]
stage               instance area [µm²]  worst slack, ns  cells  utilization, %
floorplan                          4140             1.45    410               -
global placement                   4670            0.936    541            59.2
detailed placement                 4670            0.898    541            59.2
CTS                                4870            0.883    557            61.7
global route                       4870            0.634    557            61.7
finish                             4870            0.867    557            61.7
[worst register-to-register path, cell delays in order, from the launching register on]
cell      delay (ns)
dfxtp_1         0.80
nor3b_1         0.35
a31oi_1         0.14
o21bai_2        0.50
nand3_1         0.23
o221a_2         0.31
[synthesized netlist by cell type, drive strengths merged, types with 3 or more instances]
| cell type | count | area [µm²] |
|---|---|---|
| dfstp | 4 | 105 |
| buf | 28 | 188 |
| a21oi | 19 | 106 |
| dfxtp | 11 | 220 |
| nand3 | 9 | 55.1 |
| and3 | 8 | 55.1 |
| mux2 | 21 | 236 |
| nand2 | 23 | 86.3 |
| a41oi | 6 | 52.6 |
| nor4 | 3 | 33.8 |
| nor2b | 5 | 31.3 |
| nor2 | 28 | 105 |
| or3 | 16 | 100 |
| o21bai | 4 | 33.8 |
| nand3b | 3 | 22.5 |
| o31ai | 9 | 72.6 |
| xnor2 | 7 | 61.3 |
| o221a | 3 | 33.8 |
| o211ai | 6 | 45.0 |
| dfrtp | 62 | 1550 |
| a2bb2oi | 16 | 196 |
| nor3 | 10 | 66.3 |
| a21o | 5 | 37.5 |
| inv | 23 | 86.3 |
| o21ai | 28 | 140 |
| ha | 4 | 50.1 |
| clkbuf | 6 | 22.5 |
| a31oi | 4 | 31.3 |
| nand4 | 6 | 37.5 |
| nand2b | 5 | 38.8 |
[worst max-delay path by stage]
| stage | start | end | slack, ns | cells after the start |
|---|---|---|---|---|
| CTS | scl_ss | datao[7] | 0.88 | 4 |
| global route | scl_ss | reg_addr[6] | 0.63 | 5 |
| finish | scl_ss | reg_addr[6] | 0.87 | 5 |
[power breakdown]
part / total, mW / internal [mW] / switching (mW)
Clock: 0.711 / 0.302 / 0.409
Combinational: 0.444 / 0.246 / 0.197
Sequential: 1.20 / 1.08 / 0.118
Power figures rest on the tool's default switching activity, not on a simulated workload.
